**flow/constraint.sdc**
```tcl
current_design bist_top

set clk_period 1.7
set clk_io_pct 0.2

create_clock -name clk0 -period $clk_period [get_ports {clk}]

set non_clock_inputs [all_inputs -no_clocks]
set_input_delay [expr $clk_period * $clk_io_pct] -clock clk0 $non_clock_inputs
set_output_delay [expr $clk_period * $clk_io_pct] -clock clk0 [all_outputs]
```
**flow/run.sh**
```bash
#!/bin/bash
# OpenROAD 26Q1-2900-gdf79404cd8, Yosys 0.63+post, stock flow scripts
make -C /OpenROAD-flow-scripts/flow DESIGN_CONFIG=/design/flow/config.mk WORK_HOME=/design/flow/orfs finish
```
**flow/design.v**
```verilog
module bist_top #(
    parameter integer WIDTH = 4,
    parameter integer INJECT_FAULT = 0,
    parameter integer FAULT_BIT = 0,
    parameter integer FAULT_TYPE = 0
) (
    input clk,
    input rstn,
    input bist_mode,
    input scan_en,
    input scan_in,
    input [WIDTH-1:0] data_in,
    output scan_out,
    output [WIDTH-1:0] data_out,
    output [WIDTH-1:0] misr_signature
);
  wire [WIDTH-1:0] lfsr_pattern;
  wire [WIDTH-1:0] cut_input;
  assign cut_input = bist_mode ? lfsr_pattern : data_in;
  lfsr #(
      .WIDTH(WIDTH)
  ) lfsr_inst (
      .clk(clk),
      .rstn(rstn),
      .pattern(lfsr_pattern)
  );
  scan_reg #(
      .WIDTH(WIDTH),
      .FAULT_BIT(FAULT_BIT),
      .FAULT_TYPE(FAULT_TYPE),
      .INJECT_FAULT(INJECT_FAULT)
  ) dut (
      .data_in(cut_input),
      .clk(clk),
      .rstn(rstn),
      .scan_out(scan_out),
      .scan_en(scan_en),
      .scan_in(scan_in),
      .data_out(data_out)
  );
  misr #(
      .WIDTH(WIDTH)
  ) misr_inst (
      .clk(clk),
      .rstn(rstn),
      .data_in(data_out),
      .signature(misr_signature)
  );
endmodule   
module lfsr #(
    parameter integer WIDTH = 4
) (
    input                  clk,
    input                  rstn,
    output reg [WIDTH-1:0] pattern
);
  wire feedback;
  assign feedback = pattern[2] ^ pattern[3];
  always @(posedge clk or negedge rstn) begin
    if (!rstn) pattern <= 4'b0001;
    else pattern <= {pattern[2:0], feedback};
  end
endmodule   
module misr #(
    parameter integer WIDTH = 4
) (
    input                  clk,
    input                  rstn,
    input      [WIDTH-1:0] data_in,
    output reg [WIDTH-1:0] signature
);
  wire feedback;
  reg [WIDTH-1:0] signature_buff;
  assign feedback = signature[2] ^ signature[3] ^ data_in[0];
  always @(posedge clk or negedge rstn) begin
    if (!rstn) signature <= 4'b1111;
    else begin
      signature_buff <= signature[2:0] ^ data_in[3:1];
      signature <= {signature_buff, feedback};
    end
  end
endmodule   
module scan_dff (
    input d,
    input scan_in,
    input clk,
    input rstn,
    input scan_en,
    output reg q
);
  wire d_sel;
  assign d_sel = scan_en ? scan_in : d;
  always @(posedge clk or negedge rstn) begin
    if (!rstn) begin
      q <= 1'b0;
    end else begin
      q <= d_sel;
    end
  end
endmodule   
module scan_reg #(
    parameter integer WIDTH = 4,
    parameter integer INJECT_FAULT = 4,
    parameter integer FAULT_BIT = 0,
    parameter integer FAULT_TYPE = 0
) (
    input  [WIDTH-1:0] data_in,
    input              clk,
    input              rstn,
    input              scan_en,
    input              scan_in,
    output             scan_out,
    output [WIDTH-1:0] data_out
);
  wire [WIDTH-1:0] data_out_internal;
  scan_dff ff0 (
      .d(data_in[0]),
      .scan_in(scan_in),
      .clk(clk),
      .rstn(rstn),
      .scan_en(scan_en),
      .q(data_out_internal[0])
  );
  scan_dff ff1 (
      .d(data_in[1]),
      .scan_in(data_out_internal[0]),
      .clk(clk),
      .rstn(rstn),
      .scan_en(scan_en),
      .q(data_out_internal[1])
  );
  scan_dff ff2 (
      .d(data_in[2]),
      .scan_in(data_out_internal[1]),
      .clk(clk),
      .rstn(rstn),
      .scan_en(scan_en),
      .q(data_out_internal[2])
  );
  scan_dff ff3 (
      .d(data_in[3]),
      .scan_in(data_out_internal[2]),
      .clk(clk),
      .rstn(rstn),
      .scan_en(scan_en),
      .q(data_out_internal[3])
  );
  genvar i;
  generate
    for (i = 0; i < WIDTH; i = i + 1) begin : g_fault_inject
      assign data_out[i] = (INJECT_FAULT && FAULT_BIT == i) ? FAULT_TYPE : data_out_internal[i];
    end
  endgenerate
  assign scan_out = data_out_internal[3];
endmodule
```
**flow/config.mk**
```make
export PLATFORM = sky130hd
export DESIGN_NAME = bist_top
export DESIGN_NICKNAME = bist_top
export VERILOG_FILES = /design/flow/design.v
export SDC_FILE = /design/flow/constraint.sdc
export NUM_CORES = 4
export LEC_CHECK = 1
export CORE_AREA = 10 10 70 70
export DIE_AREA = 0 0 80 80
```
==> impl_metrics.toml <==
# yosys + openroad results
[clocking]
ctsRootBufferMaster = "sky130_fd_sc_hd__clkbuf_4"
cts.path.max_buffers = 2
cts_inserted_buffers = 3
cts.sink_count = 15
cts.repair_timing.setup_buffer_count = 0
clock_tree.htree_level_count = 1
cts_resized = 0
tritoncts_clock_tree = "built"
clock_latency_on_the_worst_skew_pair_ns = 0.28
cts.clk_slew.worst_paths_ns = 0.08
number_of_hold_buffers_added_after_cts = 0

[worst_setup_path]
crit_slowest_cell = "sky130_fd_sc_hd__dfstp_2"
worst-path-stages = 1
timing.critical_path.buf_inv = 1
crit_path_launch_type = "flip-flop"
cpPeakStageDelay_ns = 0.55
crit_path_end_kind = "output pin"
timing.critical_path.from = "misr_inst.signature[0]$_DFF_PN1_"
data_arrival_time_of_the_critical_path_ns = 1.28
crit_fanout = 2
setup.worst_path.class = "flip-flop to output pin"
r2r_cells = 3
regToRegStartpoint = "misr_inst.signature[2]$_DFF_PN1_"
worst_path_dominant_cell_family = "flip-flops"
cp.required_ns = 1.36
worstPathCellList = "clkdlybuf4s50_1"

[floorplanning]
floorplan_row_count = 21
chipHeight_um = 80
design.die.area_mm2 = 0.006400
floorplan.initialDensity_pct = 16.56
floorplan.core_area_mm2 = 0.003416
chipWidth_um = 80
floorplan.io_pins = 18

[min_path]
hp-class = "flip-flop to flip-flop"
hp-start = "misr_inst.signature_buff[0]$_DFFE_PP_"
worstHoldPathCells = 0

[placement]
preCtsSetupSlack_ns = 0.3202
gp_congestion = 0.7256
dpl-instance-area_um2 = 759.5
numPortBuffers = 17
numPlacedInstances = 97
dp.final_hpwl_um = 866.9

[layout]
flow.area_growth_from_synthesis_pct = 40.27
finish.cell_count_without_fillers = 102
layout-drive-gt1-share_pct = 17.86
post_layout_inst_area_um2 = 793.3
n_fill_cell = 371

[global_routing]
initial_antenna_violation_count = 0
first_global_vias = 323
grt_start_max_net_pins = 9
groute.usage.overall_pct = 3.249
grt_first_pass_wirelength_um = 1593
grt_overflow = 0

[power_and_ir_drop]
power.static_leakage_nw = 0.3285
totalPowerFinal_mw = 0.8166
powerDensity_mw_per_mm2 = 1029
vdd.ir_drop.worst_mv = 0.4472

[synth]
post_synthesis_cell_count = 38
numSynthFlops = 15
seq_area_frac_synth_pct = 70.13
yosys_chip_area_um2 = 565.5
yosys_warnings = 3
syn_avg_cell_area_um2 = 14.88
syn_area_um2 = 565.5
synth_cell_types = 10
yosysCellCount = 38

[sta]
skew_ns = 0.004927
finalSetupViolations = 0
layout_worst_path_cycle_share_pct = 95.48
timing.final.ws_setup_ns = 0.07681
fin_crit_ns = 1.623
final.setup.tns_ns = 0
clock.fmax_mhz = 616.1
worst_slew_pin_slew_ns = 0.3285
timing.slew.headroom_pct = 78.03
finalHoldViolations = 0
report.final.slew_viol_count = 0
rsz0062_at_grt = "false"

[detailed_routing]
drt_drc = 0
wl_per_cell_um = 10.52
drt_iter0_drc = 42
vias_per_cell = 3.078
detailroute.via_count = 314
insertedDiodeCount = 0
firstDrtPassIters = 4
wirelength_um = 1073
drtAntennaViolNets = 0

[job]
drv_cap = 0
number_of_logged_tool_warnings = 25

[run_status]
outcome = "finished clean"
cell families after synthesis:
family	after synthesis	synth area share [%]
xor+xnor	6	9.292
mux	4	7.080
buf+inv	5	7.301
flops	15	70.13
compound gates	4	3.540
simple gates	4	2.654
worst paths after layout:
path,end,slack [ns]
setup reg to reg,misr_inst.signature[0]$_DFF_PN1_,0.70
max in group asynchronous,lfsr_inst.pattern[0]$_DFF_PN1_,0.87
setup / recovery,misr_signature[0],0.08
min in group asynchronous,misr_inst.signature[1]$_DFF_PN1_,0.59
hold reg to reg,misr_inst.signature[1]$_DFF_PN1_,0.35
hold / removal,misr_inst.signature[1]$_DFF_PN1_,0.35
synth_stat cells:
cell	number	share of area, %
sky130_fd_sc_hd__buf_6	1	2.0
sky130_fd_sc_hd__xor2_1	4	6.2
sky130_fd_sc_hd__buf_4	4	5.3
sky130_fd_sc_hd__edfxtp_1	3	16
sky130_fd_sc_hd__dfrtp_1	7	31
sky130_fd_sc_hd__o21ai_1	4	3.5
sky130_fd_sc_hd__dfstp_2	5	23
sky130_fd_sc_hd__mux2i_1	4	7.1
sky130_fd_sc_hd__xnor2_1	2	3.1
sky130_fd_sc_hd__nand2_1	4	2.7
layout make-up:
type                       count  area, um2  area share, %
tap                           46      57.56          7.256
sequential                    15      396.6          50.00
multi-input combinational     18      127.6          16.09
clock buffer                   4      26.28          3.312
timing repair buffer          19      185.2          23.34
layout by cell type (no fill, tap or decap), drive strengths merged:
| cell | n |
|---|---|
| dfrtp | 7 |
| buf | 2 |
| edfxtp | 3 |
| clkbuf | 4 |
| nand2 | 4 |
| o21ai | 4 |
| dfstp | 5 |
| mux2i | 4 |
| clkdlybuf4s50 | 17 |
| xnor2 | 2 |
| xor2 | 4 |
per-layer routing:
| layer | up-vias | share of wire, % | GRT usage (%) |
|---|---|---|---|
| met5 | - | 0 | 0 |
| met4 | 0 | 0 | 0.3521 |
| met3 | 0 | 11 | 2.159 |
| met2 | 13 | 39 | 3.772 |
| met1 | 143 | 50 | 4.885 |
| li1 | 158 | - | - |
sequential cells by signal, indices dropped and copies added, names as in the netlist:
register                  count
dut.ff3.q                     1
dut.ff2.q                     1
lfsr_inst.pattern             4
dut.ff1.q                     1
dut.ff0.q                     1
misr_inst.signature_buff      3
misr_inst.signature           4
power breakdown:
| part | internal, mW | switching (mW) | total [mW] | leakage (nW) |
|---|---|---|---|---|
| combinational | 0.107 | 0.0392 | 0.146 | 0.139 |
| clock | 0.0909 | 0.105 | 0.196 | 0.0150 |
| sequential | 0.445 | 0.0296 | 0.474 | 0.175 |
| total | 0.643 | 0.174 | 0.817 | 0.328 |
per-stage QoR:
stage | hold slack, ns | util [%]
floorplan | 0.04441 | -
global placement | 0.3346 | 22.23
detailed placement | 0.3383 | 22.23
CTS | 0.3569 | 23.00
global route | 0.3668 | 23.22
finish | 0.3549 | 23.22
Power and IR drop assume default switching activity.
